## ./design.v

```verilog
`timescale 1ns/1ns
module halfadd (A,B,carryout,sum);
input  A, B;
output carryout, sum;
  assign carryout = A&B;
  xor(sum, A, B);
endmodule
module fulladd(A, B, carryoutFA, carryin, sum);
input A, B, carryin;
output sum, carryoutFA;
   assign sum = A^B^carryin;
   assign carryoutFA = (A&B)|(A&carryin)|(B&carryin);
endmodule
module mainmod(halfadd_input, sum, out_sum);
   input [7:0] halfadd_input;
   output [2:0] sum;
   wire [2:0] fulladd2_cout;
   output [3:0] out_sum;
   wire [3:0] halfadd_cout, halfadd_sum, fulladd_cout, fulladd_sum;
   halfadd HA0  (halfadd_input[0], halfadd_input[1], halfadd_cout[0], halfadd_sum[0]);
   halfadd HA1  (halfadd_input[2], halfadd_input[3], halfadd_cout[1], halfadd_sum[1]);
   halfadd HA2  (halfadd_input[4], halfadd_input[5], halfadd_cout[2], halfadd_sum[2]);
   halfadd HA3  (halfadd_input[6], halfadd_input[7], halfadd_cout[3], halfadd_sum[3]);
   fulladd FA0  (halfadd_sum[0],   halfadd_sum[1],   fulladd_cout[0], 1'b0, fulladd_sum[0]);
   fulladd FA1  (halfadd_cout[0],  halfadd_cout[1],  fulladd_cout[1], fulladd_cout[0], fulladd_sum[1]);
   fulladd FA2  (halfadd_sum[2],   halfadd_sum[3],   fulladd_cout[2], 1'b0, fulladd_sum[2]);
   fulladd FA3  (halfadd_cout[2],  halfadd_cout[3],  fulladd_cout[3], fulladd_cout[2], fulladd_sum[3]);
   fulladd F3B0 (fulladd_sum[0],   fulladd_sum[2], fulladd2_cout[0], 1'b0, sum[0]);
   fulladd F3B1 (fulladd_sum[1],   fulladd_sum[3], fulladd2_cout[1], fulladd2_cout[0], sum[1]);
   fulladd F3B2 (fulladd_cout[1],  fulladd_cout[3],fulladd2_cout[2], fulladd2_cout[1], sum[2]);
   assign out_sum = {fulladd2_cout[2],sum};   
endmodule
```

## ./run.sh

```bash
#!/bin/bash
# OpenROAD 26Q1-2900-gdf79404cd8, Yosys 0.63+post, stock flow scripts
make -C /OpenROAD-flow-scripts/flow DESIGN_CONFIG=/design/flow/config.mk WORK_HOME=/design/flow/orfs finish
```

## ./constraint.sdc

```tcl
current_design mainmod

set clk_period 2.1
set clk_io_pct 0.2

create_clock -name clk0 -period $clk_period

set non_clock_inputs [all_inputs -no_clocks]
set_input_delay [expr $clk_period * $clk_io_pct] -clock clk0 $non_clock_inputs
set_output_delay [expr $clk_period * $clk_io_pct] -clock clk0 [all_outputs]
```

## ./config.mk

```make
export PLATFORM = sky130hd
export DESIGN_NAME = mainmod
export DESIGN_NICKNAME = mainmod
export VERILOG_FILES = /design/flow/design.v
export SDC_FILE = /design/flow/constraint.sdc
export NUM_CORES = 4
export LEC_CHECK = 1
export CORE_AREA = 10 10 70 70
export DIE_AREA = 0 0 80 80
```

==> results.toml <==
# synthesis and place-and-route metrics
[synthesis]
largest_area_cell = "ha_1"
synthCells = 23
area_fraction_of_the_dominant_cell_type_after_synthesis_pct = 36.65
seq_area_frac_synth_pct = 0
yosys_area_sq_um = 239.0
avgSynthCellArea_sq_um = 10.39
netlist_top_cells_area = "ha_1, fa_1, buf_4"
yosys.cell_types.count = 4
ys_warn_count = 0
netlist_area_sq_um = 239.0
yosys_cells = 23

[placed_design]
dpl_worst_slack_ns = -1.486
dp_hpwl_um = 548.1
io_buffers = 15
cells_after_dpl = 77
place.gp.congestion = 0.6988

[final_timing]
fmaxAchievable_mhz = 353.8
timing.slew.headroom_pct = 92.92
setup_viol = 5
minimum_period_implied_by_the_final_worst_setup_slack_ns = 2.826
timing.setup.tns_ns = -2.743
maxSlewViolCount = 0
finalCritPeriodShare_pct = 134.6
setup_repair_after_global_routing_missed_its_margin = "true"
finalWorstSetupSlack_ns = -0.7263
max_slew.worst_pin.slew_ns = 0.1059
hold_viol = 0

[status]
run_status = "finished with violations"
violations = "negative setup slack"

[drt]
antenna_left = 0
antenna-diode-count = 0
drcViolationCount = 0
detail_route.iter0.violations = 1
via_count = 160
finalWirelength_um = 564
avgViaCountPerCell = 2.078
drt-wirelength-per-cell_um = 7.325
dr.pass1.iters = 2

[finish]
nFlopsAndLatches = 0
post-route-util_pct = 13.19
area.combinational_sq_um = 260.3
clock_buffers = 0
final_cells = 77
flop_area_sq_um = 0
final_layout_size_suffix_gt1_share_pct = 74.19
mostFrequentLayoutCell = "buf_2"
nFillCells = 396
flow.area_growth_from_synthesis_pct = 88.48
layout_top_cells = "buf_2, ha_4, buf_6"

[power_and_ir_drop]
share_of_power_burned_in_combinational_logic_pct = 100.0
peakVddDrop_mv = 0.07011
power.switching_fraction_pct = 34.51
finalPower_mw = 0.1650
power.static_leakage_nw = 0.1814
power.net_switching_mw = 0.05694
seqPwrFrac_pct = 0
clock_power_share_pct = 0
power.internal_mw = 0.1080
power.density_cell_area_mw_per_mm2 = 366.3

[global_route]
first_pass_grt_wire_length_um = 772
first_global_vias = 168
total_grt_overflow = 0
grt_antenna_before_repair = 0
grt_usage_pct = 1.553
grt_start_max_net_pins = 3

[hold_path]
holdCritStartpoint = "halfadd_input[4]"
hold_path_depth = 5
min_path_type = "primary input to primary output"
hold_path_end = "sum[0]"

[floorplan]
core_region_area_sq_mm = 0.003416
die_w_um = 80
die_h_um = 80
chipArea_sq_mm = 0.006400
io_pins = 15
rows = 21
initial_core_util_pct = 6.996

[worst_setup_path]
setup.worst_path.start_class = "primary input"
cp_data_required_time_ns = 1.68
crit_family = "adder cells"
cp.arrival_ns = 2.41
crit_buf_inv = 4
max_stage_delay_ns = 0.54
worstSetupEndpointType = "primary output"
criticalPathCategory = "primary input to primary output"
timing.critical_path.fanout_max = 2
series_of_cell_instances_along_the_critical_path = "buf_6 -> ha_4 -> ha_4 -> inv_2 -> fa_1 -> inv_1 -> fa_2 -> fa_2 -> buf_2"
timing.critical_path.slowest_stage_cell = "fa_2"

[clock_tree]
post_cts.repair.setup_buffers = 0
postCtsHoldBufs = 0

[run]
warnings = 35
drv.max_cap_violation_count = 0
==> worst max path at each step <==
stage                        end  cells past startpoint  slack [ns]        startpoint
after global routing  out_sum[2]                      9       -0.81  halfadd_input[6]
final                     sum[2]                      9       -0.73  halfadd_input[6]
after CTS                 sum[2]                      9       -0.74  halfadd_input[6]
==> cells in the mapped netlist <==
| cell type | count |
|---|---|
| inv_1 | 5 |
| buf_4 | 7 |
| fa_1 | 4 |
| ha_1 | 7 |
==> timing repair <==
| item | in CTS | in global routing |
|---|---|---|
| hold endpoints to repair | 0 | 0 |
| setup endpoints to repair | 7 | 5 |
| pin swaps | 9 | 0 |
| resized | 57 | 0 |
==> per-layer routing <==
| metal | up-vias | part of all wire, % | track usage, % | wire length (um) |
|---|---|---|---|---|
| met2 | 7 | 57 | 3.130 | 323 |
| met1 | 73 | 30 | 1.468 | 171 |
| met4 | 0 | 0 | 0 | 0 |
| li1 | 80 | - | - | - |
| met5 | - | 0 | 0 | 0 |
| met3 | 0 | 12 | 0.6818 | 69 |
==> power groups by stage <==
stage	Clock (mW)	Sequential [mW]	Combinational (mW)
CTS	0	0	0.175
global route	0	0	0.198
finish	0	0	0.165
==> tightest hold or removal path: stages <==
cell	delay, ns
buf_6	0.08
ha_4	0.12
ha_4	0.13
ha_4	0.12
dlygate4sd2_1	0.19
==> stage by stage <==
stage                     instance area, sq um  hold slack (ns)
after floorplan                          306.5            1.264
after global placement                   461.7            2.218
after detailed placement                 461.7            2.205
after CTS                                450.4            1.494
after global routing                     450.4            1.510
final                                    450.4            1.483
==> logic make-up (layout without fill, tap and decap cells) <==
kind of cell               Yosys count  after routing  synth area share (%)
adders and majority gates           11             11                 70.16
buffers and inverters               12             20                 29.84
==> cell type report <==
| class | count | share of cell area [%] |
|---|---|---|
| Multi-Input combinational cell | 11 | 57.78 |
| Inverter | 5 | 4.167 |
| Timing Repair Buffer | 15 | 25.28 |
| Tap cell | 46 | 12.78 |
Power is estimated from default activity; no workload was simulated.
