$ cat ./config.mk
export PLATFORM = sky130hd
export DESIGN_NAME = bitcount
export DESIGN_NICKNAME = bitcount
export VERILOG_FILES = /design/flow/design.v
export SDC_FILE = /design/flow/constraint.sdc
export NUM_CORES = 4
export LEC_CHECK = 1
export CORE_AREA = 10 10 70 70
export DIE_AREA = 0 0 80 80
$ cat ./run.sh
#!/bin/bash
# OpenROAD 26Q1-2900-gdf79404cd8, Yosys 0.63+post, stock flow scripts
make -C /OpenROAD-flow-scripts/flow DESIGN_CONFIG=/design/flow/config.mk WORK_HOME=/design/flow/orfs finish
$ cat ./design.v
`timescale 1 ns/1 ns  
module bitcount(B,count);
input  [7:0] B;
output [3:0] count;
integer      k;
reg    [3:0] count;
always@(B)
  begin
     count = 0;
     for (k = 0; k <= 7; k = k + 1)
        count = count+B[k];
     end
endmodule
$ cat ./constraint.sdc
current_design bitcount

set clk_period 4.9
set clk_io_pct 0.2

create_clock -name clk0 -period $clk_period

set non_clock_inputs [all_inputs -no_clocks]
set_input_delay [expr $clk_period * $clk_io_pct] -clock clk0 $non_clock_inputs
set_output_delay [expr $clk_period * $clk_io_pct] -clock clk0 [all_outputs]
==> results.txt <==
The flow run is done. Warning count from the yosys run landed at 1. Via density per instance landed at roughly 2.0. After floorplanning, the core was sized to cover 3420 um^2.

Across the VDD grid, the largest voltage drop is between 0.02 and 0.025 mV. After floorplanning, the die was sized to cover roughly 6400 um^2. Setup repair after global routing left no endpoint under its margin. STA classifies the critical path endpoint as a primary output. Counting the clock-network buffers in the layout gives 0.

Layout-stage area growth over the synthesis result landed at 89.5%. Sequential cell area landed at 0 um^2. Met1 routed wirelength after detailed routing landed at between 150 and 200 um. The via count of the first global-routing pass was roughly 170. Number of setup violations in the final report landed at 0. Sequential fraction of the synthesis area landed at 0. The layout summary lists the proportion of cells stronger than drive strength 1 as 0.0833.

Looking at the max-slew report, the worst-margin pin has a slew of 0.124 ns. Sum of negative setup slack landed at 0 ns. The synthesis report lists the most area-consuming cells as sky130_fd_sc_hd__fa_1, sky130_fd_sc_hd__inv_1, sky130_fd_sc_hd__ha_1, sky130_fd_sc_hd__xnor2_1, sky130_fd_sc_hd__nor2b_1.

Endpoints failing hold in the final report were tallied at 0. Ranking logic cells in the layout by count gives the top entries sky130_fd_sc_hd__inv_1, sky130_fd_sc_hd__clkdlybuf4s50_1, sky130_fd_sc_hd__fa_1, sky130_fd_sc_hd__dlygate4sd2_1, sky130_fd_sc_hd__ha_1. The launch point of the critical path was reported as B[3]. Sum of overflow across all layers after global routing landed at 0. In this run the tool buffered the top-level ports with 12 buffer cells. The worst hold path belongs to the class in -> out. Checking max transition, the worst relative margin is 0.917. According to the timing report, the critical path is captured at count[1]. Fraction of the cycle the final worst path needs landed at 0.969. Count of distinct cell types in the synthesized netlist landed at 6. Number of warnings in the stage logs landed at 32. Yosys stat counts 24 cells in the synthesized netlist.

Max-cap violations in this run came to 0. Per the OpenROAD floorplan log, the height of the die is 80 um. The initial utilization of the core area, before any placement, comes to 0.0557.

Final weighted congestion in routability-driven placement landed at approximately 0.77. For the worst setup path, the data arrival time is 3.77 ns. Endpoint required time on the critical path landed at between 3 and 4 ns. The largest total area in the synthesized netlist belongs to sky130_fd_sc_hd__fa_1.

Area share of the largest cell type after synthesis landed at 0.421. Largest net degree at the start of global routing landed at 3. Maximum fanout encountered on the critical timing path landed at 2. After detailed routing, the met3 layer carries roughly 86 um of wire. After technology mapping, the gate count stands at 24. The highest metal layer carrying signal wires in the routed design is met3. The worst setup path is launched from an input port.

For this design the ratio of total power to cell area is approximately 160 nW/um^2. The library cell used most frequently in the layout, excluding fill and tap cells, is sky130_fd_sc_hd__inv_1. Number of sequential cells in the layout landed at 0. Worst hold slack across all endpoints landed at about 2.9 ns. Wire length per cell after detailed routing landed at 5.44 um. The final layout contains routed wiring with a total length of about 450 um. Met2 wire length landed at between 150 and 200 um.

The run finished with clean final reports. Number of nets with antenna violations after detailed routing landed at 0. In the routed netlist, the antenna diode instances number 0. Total iterations of the first detailed-routing run landed at 1. Leakage power landed at ~0.18 nW.

Minimum period implied by the final worst setup slack landed at 4.75 ns. Global-route usage over all layers landed at 0.0130. Global-route wire length before repair landed at approximately 730 um. In this run the horizontal extent of the chip is 80 um.

Remaining design rule violation count landed at 0. Yosys stat chip area landed at around 190 um^2. The floorplan has 21 rows. Static timing analysis puts the maximum clock frequency at roughly 210 MHz. According to the I/O placement log, the pin count is 12. Looking at the post-CTS report, the setup buffer insertion count equals 0.

The number of antenna violations at the first check in global routing came to 0. Violation count after the first detailed-route iteration landed at 0. The setup path with the least slack is of type in -> out. Across all layers, the routed design uses roughly 170 vias. Average size of a mapped cell landed at between 7 and 8 um^2. Summed instance area of the synthesized netlist landed at ~190 um^2. Pins over their slew limit in the final report were tallied at 0.
## cells in the mapped netlist
library cell / n
sky130_fd_sc_hd__inv_1: 14
sky130_fd_sc_hd__fa_1: 4
sky130_fd_sc_hd__ha_1: 3
sky130_fd_sc_hd__a21oi_1: 1
sky130_fd_sc_hd__nor2b_1: 1
sky130_fd_sc_hd__xnor2_1: 1
## worst max-delay path, stage by stage
cell and delay (ns):
sky130_fd_sc_hd__dlygate4sd2_1 0.19, sky130_fd_sc_hd__inv_1 0.05, sky130_fd_sc_hd__fa_1 0.57, sky130_fd_sc_hd__fa_1 0.45
sky130_fd_sc_hd__fa_1 0.46, sky130_fd_sc_hd__inv_1 0.07, sky130_fd_sc_hd__ha_2 0.18, sky130_fd_sc_hd__inv_2 0.04
sky130_fd_sc_hd__fa_1 0.52, sky130_fd_sc_hd__inv_1 0.04, sky130_fd_sc_hd__dlygate4sd2_1 0.22
## what timing repair did
item	CTS	global route
endpoints found under the setup margin	2	0
hold buffers	0	0
gates resized	10	0
hold endpoints to repair	0	0
## power by group
group	leakage, nW	internal [W]	switching [W]
registers	0	0	0
logic	0.179	0.0000346	0.0000214
clock network	0	0	0
## cell type report
| cell class | instances | area, um^2 |
|---|---|---|
| fill | 398 | 3060 |
| multi-input combinational | 10 | 140 |
| tap | 46 | 57.6 |
| inverter | 14 | 52.6 |
| timing repair buffer | 12 | 110 |
## worst min-delay path by stage
| stage | start | endpoint | slack [ns] | depth (start not counted) |
|---|---|---|---|---|
| final | B[0] | count[2] | 2.90 | 7 |
| after global routing | B[1] | count[2] | 2.97 | 7 |
| after CTS | B[0] | count[2] | 2.93 | 7 |
## routing by layer
metal,GRT usage,up-vias
li1,-,86
met1,0.0154,72
met2,0.0225,8
met3,0.00568,0
met4,0,0
met5,0,-
## cells by family (layout without fill, tap and decap cells)
family / after synthesis / after routing / synth area share
xor gates and xnor gates: 1 / 1 / 0.0461
AOI/OAI and AO/OA: 1 / 1 / 0.0263
adders and majority gates: 7 / 7 / 0.618
and+or+nand+nor: 1 / 1 / 0.0329
buffers and inverters: 14 / 26 / 0.276
## stage by stage
stage / utilization / worst slack (ns) / instance area, um^2 / cells / total power [W]
final: 0.105 / 0.154 / 360 / 82 / 0.0000561
after global routing: 0.105 / 0.00691 / 360 / 82 / 0.0000679
after CTS: 0.105 / 0.120 / 360 / 82 / 0.0000590
after detailed placement: 0.108 / -0.309 / 368 / 82 / 0.0000638
after global placement: 0.108 / -0.323 / 368 / 82 / 0.0000636
after floorplan: - / 0.765 / 190 / 24 / 0.0000260
Power figures rest on the tool's default switching activity, not on a simulated workload.
