**design/flow/design.v**
```verilog
`timescale 1ns / 1ps
module compare2(A,B,AltB,AeqB,AgtB);
input [1:0] A,B;
output AltB,AeqB,AgtB;
assign AeqB = (A[1] ~^ B[1]) & (A[0] ~^ B[0]);
assign AltB = (~A[1] & B[1]) | ((A[1] ~^ B[1]) & (~A[0] & B[0]));
assign AgtB = (A[1] & ~B[1]) | (A[0]& ~B[1] & ~B[0]) | (A[1] & A[0] & ~B[0]); 
endmodule
module compare4(A,B,AltB,AeqB,AgtB);
input [3:0] A,B;
output AltB,AeqB,AgtB;
wire [1:0] A_lt_B, A_gt_B, A_eq_B;
wire temp1;
compare2 c0(A[1:0],B[1:0], A_lt_B[0], A_eq_B[0], A_gt_B[0]);
compare2 c1(A[3:2], B[3:2], A_lt_B[1], A_eq_B[1], A_gt_B[1]);
and a1(AeqB, A_eq_B[0], A_eq_B[1]);
and a2(temp1, A_lt_B[0], A_eq_B[1]);
or o1(AltB, A_lt_B[1], temp1);
nor no1(AgtB, AeqB, AltB);
endmodule
module testbench_comp2;
reg [1:0] A,B;
wire AltB,AgtB,AeqB;
integer k;
compare2 C0(A,B,AltB,AeqB,AgtB);
initial
begin
  A = 2'b00;
  B = 2'b00;
for (k = 0; k <= 16; k = k + 1)
  begin
    {A,B} = k;
    #5 $display("A: %b, B: %b, AeqB: %b, AltB: %b, AgtB: %b", A,B,AeqB,AltB,AgtB);
  end
end
endmodule
module testbench_comp4;
reg [3:0] A,B;
wire AltB,AgtB,AeqB;
integer k;
compare4 c0(A,B,AltB,AeqB,AgtB);
initial
begin
  for(k = 0; k <= 256; k = k+1)
   begin
     {A,B} = k;
     #5 $display("A: %b, B: %b, AeqB: %b, AltB: %b, AgtB: %b", A,B,AeqB,AltB,AgtB);
   end
end
endmodule
```
**design/flow/config.mk**
```make
export PLATFORM = sky130hd
export DESIGN_NAME = compare4
export DESIGN_NICKNAME = compare4
export VERILOG_FILES = /design/flow/design.v
export SDC_FILE = /design/flow/constraint.sdc
export NUM_CORES = 4
export LEC_CHECK = 1
export CORE_AREA = 10 10 70 70
export DIE_AREA = 0 0 80 80
```
**design/flow/run.sh**
```bash
#!/bin/bash
# OpenROAD 26Q1-2900-gdf79404cd8, Yosys 0.63+post, stock flow scripts
make -C /OpenROAD-flow-scripts/flow DESIGN_CONFIG=/design/flow/config.mk WORK_HOME=/design/flow/orfs finish
```
**design/flow/constraint.sdc**
```tcl
current_design compare4

set clk_period 1.6
set clk_io_pct 0.2

create_clock -name clk0 -period $clk_period

set non_clock_inputs [all_inputs -no_clocks]
set_input_delay [expr $clk_period * $clk_io_pct] -clock clk0 $non_clock_inputs
set_output_delay [expr $clk_period * $clk_io_pct] -clock clk0 [all_outputs]
```
==> Implementation_results.wiki <==
== Flow metrics ==
{| class="wikitable"
! Metric !! Value
|-
| Hold violation count in the final report || 0
|-
| Number of stages on the worst hold path || 4
|-
| Slew at the pin closest to its max-slew limit || 0.2103 ns
|-
| Site Rows || 21
|-
| Unrepaired setup endpoints after global routing || false
|-
| Worst setup slack after layout || 0.04401 ns
|-
| CP arrival || between 1 and 1.5 ns
|-
| Number of slew-limit violations in the final report || 0
|-
| Number of instances in the synthesized netlist || 14
|-
| Static Leak || roughly 0.13 nW
|-
| Initial core utilization || 3.407%
|-
| FF+latch count || 0
|-
| Placer Congestion || around 0.66
|-
| Post-Synthesis Cell Area || 116.4 um2
|-
| Number of top-level pins || 11
|-
| Type of the worst setup path || primary input to output port
|-
| Antenna Cells || 0
|-
| Result of the run || finished clean
|-
| Final standard cell utilization of the core || about a tenth
|-
| Type of the worst min-delay path || primary input to output port
|-
| Number of fill cells || 405
|-
| Crit. End Element || output port
|-
| WL/cell || 8.973 um
|-
| Timing-limited maximum frequency || 642.7 MHz
|-
| Series of cell instances along the critical path || buf_6 > inv_4 > ha_4 > a211oi_2 > buf_4 > o21bai_1 > buf_2
|-
| Synth Warn # || 0
|-
| Number of unique standard cell types used by synthesis || 8
|-
| Required time of the critical path || 1.28 ns
|-
| Number of placed instances, taps included || ~71
|-
| Final-layout worst hold slack || between 1 and 1.5 ns
|-
| Post-synthesis area per instance || 8.312 um2
|-
| Growth of design area from synthesis to finish || 194.6%
|-
| # clk buffers || 0
|-
| Number of nets with antenna violations after routing || 0
|-
| Maximum number of pins on one net before global-route repair || 4
|-
| Global-route wire length before repair || 1076 um
|-
| Ratio of total power to cell area || 281.9 mW/mm2
|-
| Destination of the worst hold path || AltB
|-
| Number of global-route vias before repair || roughly 180
|-
| Total congestion overflow || 0
|-
| Yosys Instances || 14
|-
| Period Utilization, post-route || 97.25%
|-
| Minimum clock period || 1.556 ns
|-
| Pre-Repair DR Iteration Count || 2
|-
| Total vias in the final route || 173
|-
| Horizontal die dimension || ~80 um
|-
| Worst path max stage delay || 0.25 ns
|-
| Post-detailed-route via-to-cell ratio || 2.307
|-
| Maximum vdd ir drop || 0.03482 mV
|-
| Setup Viol. Count Final || 0
|-
| Setup tns final || 0 ns
|-
| Number of DRC violations after detailed routing || 0
|-
| Area inside the core boundary || 0.003416 mm2
|-
| Height of the die || 80 um
|-
| Count of warning messages emitted by the tools || 33
|-
| Slowest library cell on the worst path || a211oi_2
|-
| Post-place setup slack || -0.7744 ns
|-
| Relative slew slack || between 80% and 90%
|-
| Crit-path max FO || 3
|-
| Total track usage || 2.101%
|-
| Antenna violations before repair || 0
|-
| Die Size || 0.006400 mm2
|-
| Final standard cell count with taps included and fillers excluded || 75
|-
| Number of max-capacitance violations reported || 0
|-
| Routed Wire Length || 673 um
|-
| Area of all sequential standard cells || 0 um2
|-
| Initial DRC count || 13
|-
| Crit path launch type || primary input
|-
| Chip area in the Yosys report || between 100 and 150 um2
|-
| Fraction of final layout cells with drive strength greater than 1 || 86.21%
|-
| Min-Delay Startpoint || B[3]
|-
| Port Buf Inserts || 11
|-
| Sequential fraction of the synthesis area || 0%
|}
==> stage by stage <==
step           area, um2  power, mW
3_5_place_dp       284.0    0.06687
3_3_place_gp       284.0    0.06408
2_1_floorplan      116.4    0.02468
4_1_cts            361.6    0.09406
6_report           342.8    0.09663
5_1_grt            342.8     0.1074
==> kinds of logic (layout without fill, tap and decap cells) <==
kind of cell / Yosys count / after routing / share of synthesized area, %
compound gates: 5 / 5 / 35.48
fa+ha+maj: 4 / 4 / 43.01
buf+inv: 4 / 19 / 12.90
simple gates: 1 / 1 / 8.602
==> placed cells by master, fill, tap and decap left out, drive strengths merged <==
cell type,netlist,final
a211oi,1,1
a41oi,1,1
and4,1,1
buf,0,12
clkbuf,0,1
clkdlybuf4s15,0,1
dlygate4sd2,0,1
ha,4,4
inv,4,4
o21a,1,1
o21ai,1,1
o21bai,1,1
==> timing repair <==
action                     in CTS  in global routing
setup buffers                   5                  0
resized                        44                  7
setup endpoints to repair       3                  2
hold buffers                    0                  0
pin swaps                       7                  5
==> cells in the mapped netlist <==
cell | n | area [um2]
o21ai_0 | 1 | 5.000
and4_2 | 1 | 10.01
ha_1 | 4 | 50.05
o21a_1 | 1 | 7.510
o21bai_1 | 1 | 7.510
a41oi_1 | 1 | 8.760
a211oi_2 | 1 | 12.51
inv_1 | 4 | 15.01
==> cell type report <==
cell class / instances / area (um2) / area share [%]
tap: 46 / 57.56 / 16.79
multi-input combinational: 10 / 163.9 / 47.81
timing repair buffer: 15 / 103.9 / 30.29
inverter: 4 / 17.52 / 5.109
==> per-layer routing <==
metal,vias up,wire length [um],global-route usage [%]
li1,83,-,-
met1,84,289,2.703
met2,6,334,3.612
met3,0,50,0.5682
met4,0,0,0
met5,-,0,0
==> how the worst max path moves through the flow <==
stage	from	to	slack, ns	cells after the start
4_1_cts	A[0]	AgtB	-0.02	7
5_1_grt	A[1]	AltB	0.006	7
6_report	A[1]	AltB	0.04	7
==> critical path: cells and delay by family <==
family	cells	cell delay, ns
compound gates	2	0.30
fa+ha+maj	1	0.20
buf+inv	4	0.40
==> report_power, final <==
group,internal (mW),leakage (nW),switching [mW]
logic,0.0583,0.134,0.0383
clock network,0,0,0
registers,0,0,0
total,0.0583,0.134,0.0383
No activity file was given, so power comes from the tool's default toggle rates.
